==> design.v <==
module ALU #(parameter WIDTH = 32)(
  input logic [WIDTH-1:0] operandA,
  input logic [WIDTH-1:0] operandB,
  input logic [3:0] aluOp,  
  output logic [WIDTH-1:0] result,
  output logic zeroFlag,
  output logic carryOut
);
  always_comb begin
    case (aluOp)
      4'b0000: result = operandA + operandB;  
      4'b0001: result = operandA - operandB;  
      4'b0010: result = operandA & operandB;  
      4'b0011: result = operandA | operandB;  
      4'b0100: result = operandA ^ operandB;  
      4'b0101: result = ~operandA;  
      4'b0110: result = operandA << 1;  
      4'b0111: result = operandA >> 1;  
      default: result = 32'h0000_0000;  
    endcase
    zeroFlag = (result == 32'h0000_0000);
    carryOut = (aluOp == 4'b0110) ? operandA[WIDTH-1] : 1'b0;  
  end
endmodule
==> run.sh <==
#!/bin/bash
# OpenROAD 26Q1-2900-gdf79404cd8, Yosys 0.63+post, stock flow scripts
make -C /OpenROAD-flow-scripts/flow DESIGN_CONFIG=/design/flow/config.mk WORK_HOME=/design/flow/orfs finish
==> config.mk <==
export PLATFORM = sky130hd
export DESIGN_NAME = ALU
export DESIGN_NICKNAME = ALU
export VERILOG_FILES = /design/flow/design.v
export SDC_FILE = /design/flow/constraint.sdc
export NUM_CORES = 4
export LEC_CHECK = 1
export CORE_UTILIZATION = 30
==> constraint.sdc <==
current_design ALU

set clk_period 26.0
set clk_io_pct 0.2

create_clock -name clk0 -period $clk_period

set non_clock_inputs [all_inputs -no_clocks]
set_input_delay [expr $clk_period * $clk_io_pct] -clock clk0 $non_clock_inputs
set_output_delay [expr $clk_period * $clk_io_pct] -clock clk0 [all_outputs]
==> flow_summary.json <==
{
  "outcome": "finished clean",
  "ctsResizeCount": 0,
  "netlist_area_um2": 5110,
  "min_to": "result[1]",
  "dpl.hpwl_mm": 15.3,
  "end_kind": "output port",
  "period_used_pct": 65.0,
  "top_cell_area_share_pct": 23.5,
  "final_area_um2": 6260,
  "slew_headroom_pct": 30.7,
  "port_buffers": 102,
  "drc_errors": 0,
  "ys_cells": 740,
  "startpoint_type": "input port",
  "hold_violations": 0,
  "yosysChipArea_um2": 5110,
  "drv_cap": 0,
  "grt_pass1_wl_mm": 30.3,
  "rsz0062_at_grt": "false",
  "die_x_um": 133,
  "crit_fanout": 7,
  "vias": 5806,
  "warnings": 65,
  "chip_area_um2": 17600,
  "worstHoldStart": "operandA[0]",
  "fp-utilization_pct": 30.7,
  "required_ns": 20.80,
  "ys_seq_share_pct": 0,
  "wl_mm": 19.2,
  "antennaDiodeCount": 0,
  "max_freq_mhz": 59.1,
  "vdd_ir_drop_max_mv": 0.00922,
  "power.density_nw_per_um2": 20.8,
  "coreArea_um2": 16600,
  "dieHeight_um": 133,
  "final_antenna_net_count": 0,
  "drt_iter0_drc": 340,
  "wl_per_cell_um": 18.6,
  "areaGrowthSynthToFinish_pct": 22.4,
  "synth_cells": 740,
  "power_uw": 130,
  "setup_violations": 0,
  "arrival_ns": 11.71,
  "n_sequential_cell": 0,
  "dpl_cell_area_um2": 6260,
  "clock_buffers": 0,
  "lay_top_cells": "clkdlybuf4s50_1 (101), ha_1 (96), inv_1 (71)",
  "holdBufCountCts": 0,
  "hold_path_class": "input port to output port",
  "gp_congestion": 0.952,
  "antenna_found_initial": 0,
  "slew_violations": 0,
  "synthTopCellsByArea": "ha_1 (23%), xnor2_1 (6.3%), mux2i_1 (5.9%), inv_1 (5.2%), o21ai_0 (5.1%)",
  "synth.distinct_cells": 70,
  "avgSynthCellArea_um2": 6.91,
  "whs_ns": 11.49,
  "worstHoldPathCells": 4,
  "fin_setup_tns_ns": 0,
  "first_pass_iters": 5,
  "num_rows": 47,
  "track_usage_pct": 22.0,
  "worst_pin_slew_ns": 1.04,
  "ios": 102,
  "post_cts_buffers": 0,
  "crit_type": "input port to output port",
  "p_leak_nw": 2.74,
  "layout-drive-gt1-share_pct": 3.33,
  "yosysTopAreaCell": "ha_1",
  "grt_pass1_vias": 5536,
  "lay_top_count": "clkdlybuf4s50_1",
  "grt_max_degree": 36,
  "yosys_warnings": 1,
  "layout_min_cycle_time_ns": 16.91,
  "via_per_inst": 5.63,
  "grt_overflow": 0,
  "seqCellArea_um2": 0
}
[cells in the mapped netlist, drive strengths merged, types with 13 or more instances]
| library cell | number |
|---|---|
| a21oi | 43 |
| a221oi | 17 |
| buf | 21 |
| clkbuf | 18 |
| ha | 96 |
| inv | 71 |
| mux2i | 30 |
| nand2 | 69 |
| nand3 | 21 |
| nor2 | 53 |
| o21ai | 54 |
| o221ai | 14 |
| o22ai | 13 |
| xnor2 | 37 |
| xor2 | 13 |
[worst max-delay path, stage by stage]
cell and delay, ns:
clkdlybuf4s50_1 0.51, nor2_1 0.24, nand3_1 0.15, nor4_1 0.44
nand2_1 0.24, nor3b_1 0.91, a31oi_1 0.22, xnor2_1 0.17
ha_1 0.41, nand4_1 0.18, or3_1 0.38, a211o_2 0.31
and2_1 0.20, mux2i_1 0.17, o211ai_1 0.16, or4_1 0.57
or4_1 0.49, nor4_2 0.27, clkdlybuf4s50_1 0.49
[report_power, final]
| part | leakage [nW] | switching, mW | total, mW | internal, mW |
|---|---|---|---|---|
| Combinational | 2.74 | 0.0706 | 0.130 | 0.0595 |
| Sequential | 0 | 0 | 0 | 0 |
| Clock | 0 | 0 | 0 | 0 |
| Total | 2.74 | 0.0706 | 0.130 | 0.0595 |
[per-stage QoR]
stage	std cells	worst slack, ns	utilization (%)
after floorplan	740	10.79	-
after CTS	1032	9.13	37.6
after detailed placement	1032	9.16	37.6
after global routing	1032	8.64	37.6
final	1032	9.09	37.6
after global placement	1032	9.07	37.6
[worst max path at each step]
| stage | startpoint | end | slack, ns | cells past startpoint |
|---|---|---|---|---|
| after CTS | operandB[2] | zeroFlag | 9.13 | 19 |
| after global routing | operandB[2] | zeroFlag | 8.64 | 19 |
| final | operandB[2] | zeroFlag | 9.09 | 19 |
[final cells by class]
| class | instances | area [µm²] |
|---|---|---|
| Timing Repair Buffer | 111 | 1080 |
| Multi-Input combinational cell | 630 | 4630 |
| Tap cell | 220 | 275 |
| Inverter | 71 | 267 |
| Fill cell | 1764 | 10400 |
[cells by family (layout without fill, tap and decap cells)]
kind of cell	Yosys count	after routing	share of synthesized area [%]
and+or+nand+nor	224	224	21.7
buffers and inverters	110	182	9.49
muxes	33	33	6.53
xor gates and xnor gates	50	50	8.56
adders and majority gates	97	97	23.9
AOI/OAI and AO/OA	226	226	29.9
[metal layers]
metal,part of all wire (%),global-route usage [%]
met1,45,30.3
met2,46,37.4
met3,7.2,2.19
met4,2.0,4.34
met5,0,0
Power is estimated from default activity; no workload was simulated.
