**./config.mk**
```make
export PLATFORM = sky130hd
export DESIGN_NAME = RegisterFile
export DESIGN_NICKNAME = RegisterFile
export VERILOG_FILES = /design/flow/design.v
export SDC_FILE = /design/flow/constraint.sdc
export NUM_CORES = 4
export LEC_CHECK = 1
export CORE_UTILIZATION = 50
```
**./constraint.sdc**
```tcl
current_design RegisterFile

set clk_period 42.1
set clk_io_pct 0.2

create_clock -name clk0 -period $clk_period [get_ports {clk}]

set non_clock_inputs [all_inputs -no_clocks]
set_input_delay [expr $clk_period * $clk_io_pct] -clock clk0 $non_clock_inputs
set_output_delay [expr $clk_period * $clk_io_pct] -clock clk0 [all_outputs]
```
**./design.v**
```verilog
module RegisterFile #(
    parameter DATA_WIDTH = 32
)(
    input clk,
    input rst,
    input [4:0] reg_we,
    input [4:0] reg_waddr,
    input [DATA_WIDTH-1:0] reg_wdata,
    input [4:0] reg_raddr1,
    input [4:0] reg_raddr2,
    output reg [DATA_WIDTH-1:0] reg_rdata1,
    output reg [DATA_WIDTH-1:0] reg_rdata2
);
    reg [DATA_WIDTH-1:0] registers [0:31];
    always @(posedge clk) begin
        if (rst) begin
            for (int i = 0; i < 32; i++) begin
                registers[i] <= 0;
            end
        end else if (reg_we != 0) begin
            registers[reg_waddr] <= reg_wdata;
        end
        reg_rdata1 <= registers[reg_raddr1];
        reg_rdata2 <= registers[reg_raddr2];
    end
endmodule
```
**./run.sh**
```bash
#!/bin/bash
# OpenROAD 26Q1-2900-gdf79404cd8, Yosys 0.63+post, stock flow scripts
make -C /OpenROAD-flow-scripts/flow DESIGN_CONFIG=/design/flow/config.mk WORK_HOME=/design/flow/orfs finish
```
==> out/results.txt <==
Status = finished clean
Die W = 343 um
Synthesis warning total = 1
Share of synthesized area occupied by flip-flops and latches = 0.551
Number of nets with antenna violations after routing = 0
Tool warnings = 26
DR pass1 iterations = 5
Fin area = 63700 um2
Boundary pin count = 118
Arrival time of data at the critical path endpoint = 12.08 ns
Transition at the pin with the smallest max-transition slack = 0.933 ns
Wirelength, routed = 197000 um
Clock latency on the worst-skew pair = 0.73 ns
Die Y-Extent = 343 um
Simple-gate area share of the yosys netlist = 0.158
Count of different cell masters after synthesis = 32
Endpoints failing hold = 0
Count of library flops with an enable pin = 1024
Maximum vdd ir drop = 0.0000371 V
Cell Area, Synth = 58100 um2
Post-route total power = 2.66 mW
Area fraction in mux cells = 0.176
Final setup violation count = 0
TritonCTS sink count = 1088
Power density cells = 41.7 nW/um2
Synth Register Bits = 1088
Placer Congestion = 0.900
DRC violation count after routing = 0
Antenna cells = 0
Max Root-Sink Buffers = 3
Share of final-layout standard cells stronger than drive strength 1 = 0.0885
Most frequently used cell type in the post-synthesis netlist = and2_1
Biggest area consumer among synthesized cells = edfxtp_1
Setup total negative slack = 0 ns
Post-layout period usage of the worst path = 0.273
DIE AREA = 118000 um2
TritonCTS clock tree = yes
Vias in the first global route = 38600
Top post-synthesis cells by area = edfxtp_1 53%, mux2i_1 18%, and2_1 11%, a22oi_1 2.5%, dfxtp_1 2.2%
Final core utilization = 0.555
CTS root buf = clkbuf_16
Synth Area in Adders = 0
Clock-pin slew on the worst setup and hold paths = 0.06 ns
Floorplan Utilization = 0.506
Cells resized by post-CTS repair = 0
Number of buffers added for setup after CTS = 0
Top post-synthesis cells by count = 1026 x and2_1, 1024 x edfxtp_1, 1024 x mux2i_1, 195 x nand2_1, 193 x nand3_1
Setup Crit Path Kind = input pin to register
Synthesized netlist cell count = 4704
Maximum fanout count along the critical path = 37
Instance count along the most critical hold path = 4
Clock buffers created by TritonCTS = 120
Slew Limit Fails = 0
Min Clock Period, post-route = 11.49 ns
Combined global-route utilization of all metal layers = 0.364
Xor/xnor share of the synthesized area = 0
Area Overhead vs Synth = 9.65%
Fraction of the mapped netlist area in compound gates = 0.0678
Unrepaired setup endpoints after global routing = no
Combinational family with the most area after synthesis = multiplexers
Via count = 38300
Hold WC Path Type = register to register
Cell Rows = 124
Maximum number of pins on one net before global-route repair = 96
Maximum achievable frequency = 0.0870 GHz
Chip area estimate from yosys synthesis = 58100 um2
Hold Buf Count CTS = 0
Asr flop ratio synth = 0
Congestion Overflow GR = 0
Area after DPL = 59800 um2
Category of the worst setup path capture point = register
Floorplan core area = 115000 um2
Worst Path Required = 42.69 ns
First-iteration detailed-routing DRC count = 2636
Static Leak = 24.8 nW
Initial antenna violation count = 12
H-tree depth = 3
Number of buffer cells added on primary ports = 117
Global-route wire length before repair = 280000 um
Synthesized area divided by synthesized cell count = 12.4 um2
Detail-routed net length per standard cell = 31.4 um
Routed vias/inst = 6.12
Detailed Place HPWL = 113000 um
Largest clock skew in the final design = 0.0284 ns
Number of max-cap violations = 0
Depth of the most critical reg-to-reg path = 5
Top area contributor share = 0.529
Cells in synth_stat.txt = 4704
Slew HR = 0.377
Internal reg-to-reg setup slack = 40.23 ns
Predominant post-synthesis flop cell = edfxtp_1
Crit start category = input pin
[sequential cells by signal, summed over array words and instances (netlist names)]
signal / count
reg_rdata1: 32
registers: 1024
reg_rdata2: 32
[final cells by class]
type	count	area, um2
clock inverter	52	492
tap	1512	1890
multi-input combinational	3169	23400
clock buffer	176	3450
sequential	1088	32000
timing repair buffer	271	2400
fill	9319	51100
[cells in the final DEF, fill, tap and decap left out, drive strengths merged]
master and n:
a21oi 193, a22o 128, a22oi 192, a31oi 64, and2 1026, buf 156, bufinv 9, clkbuf 176
clkdlybuf4s50 115, clkinv 37, clkinvlp 4, dfxtp 64, edfxtp 1024, inv 2, mux2i 1024, nand2 196
nand2b 4, nand3 194, nand3b 5, nor2 37, nor2b 4, nor3 65, or2 34, or3 1
or3b 2
[report_power, final]
part	switching [mW]	total (mW)	leakage, nW	internal [mW]
Sequential	0.0420	1.29	10.3	1.25
Combinational	0.196	0.306	12.6	0.110
Clock	0.438	1.06	1.93	0.619
[critical path, stage by stage]
cell and delay [ns]:
clkdlybuf4s50_1 0.62, nor2b_4 0.19, buf_4 0.45, buf_4 0.53, buf_4 0.67, buf_4 0.63, a21oi_1 0.13, nand3_1 0.22
nand3_1 0.10
[worst paths after layout]
kind | start | end
worst max-delay path | reg_raddr1[2] | reg_rdata1[29]
worst min-delay path | registers[18][22] | reg_rdata1[22]
worst max register to register | registers[3][30] | reg_rdata1[30]
worst min register to register | registers[18][22] | reg_rdata1[22]
[stage by stage]
stage	instances	hold WS, ns	worst slack, ns
floorplan	4704	0.579	31.99
global placement	6040	0.614	30.06
detailed placement	6040	0.613	29.98
CTS	6268	0.623	30.75
global route	6268	0.671	30.55
finish	6268	0.615	30.61
[metal layers]
layer | share of wire | vias up | global-route usage | wire, um
met5 | 0.00095 | - | 0.00721 | 187
met4 | 0.047 | 14 | 0.131 | 9180
met3 | 0.13 | 413 | 0.185 | 25800
met2 | 0.45 | 2108 | 0.532 | 89500
met1 | 0.37 | 18700 | 0.495 | 72200
li1 | - | 17100 | - | -
[kinds of logic (layout without fill, tap and decap cells)]
kind of cell / count (synthesis) / in the layout
AOI/OAI and AO/OA: 577 / 577
muxes: 1024 / 1024
and+or+nand+nor: 1568 / 1568
buffers and inverters: 447 / 499
DFF: 1088 / 1088
Power figures rest on the tool's default switching activity, not on a simulated workload.
